==> flow/design.v <==
module rom(
  input [4:0] addr, 		 
  output [22:0] data);		 
  logic  [22:0] mem[0:17];	 
    initial begin
            mem[00] = 23'b00000001000000000000011;
            mem[01] = 23'b00000010000000000001100;
            mem[02] = 23'b00000011000001100000000;
            mem[03] = 23'b00101100000000000000000;
            mem[04] = 23'b01000110000000000000000;
            mem[05] = 23'b00000110000010100100000;
            mem[06] = 23'b01101001000000000000000;
            mem[07] = 23'b00001000001000000000000;
            mem[08] = 23'b10001010000000000000000;
            mem[09] = 23'b00001010001100000000000;
            mem[10] = 23'b00001011010001101010000;
            mem[11] = 23'b10000011000000000000000;
            mem[12] = 23'b01001110000000000000000;
            mem[13] = 23'b00001110000000100100000;
            mem[14] = 23'b00001111001000000000000;
            mem[15] = 23'b00010000000001101010000;
            mem[16] = 23'b00010001100000010001000;
            mem[17] = 23'b10010001000000000000000;
        end
  assign  data  = mem[addr];
endmodule
==> flow/run.sh <==
#!/bin/bash
# OpenROAD 26Q1-2900-gdf79404cd8, Yosys 0.63+post, stock flow scripts
make -C /OpenROAD-flow-scripts/flow DESIGN_CONFIG=/design/flow/config.mk WORK_HOME=/design/flow/orfs finish
==> flow/config.mk <==
export PLATFORM = sky130hd
export DESIGN_NAME = rom
export DESIGN_NICKNAME = rom
export VERILOG_FILES = /design/flow/design.v
export SDC_FILE = /design/flow/constraint.sdc
export NUM_CORES = 4
export LEC_CHECK = 1
export CORE_AREA = 10 10 70 70
export DIE_AREA = 0 0 80 80
==> flow/constraint.sdc <==
current_design rom

set clk_period 1.2
set clk_io_pct 0.2

create_clock -name clk0 -period $clk_period

set non_clock_inputs [all_inputs -no_clocks]
set_input_delay [expr $clk_period * $clk_io_pct] -clock clk0 $non_clock_inputs
set_output_delay [expr $clk_period * $clk_io_pct] -clock clk0 [all_outputs]
==> out/results.tsv <==
metric	value	unit
outcome	complete, but fails checks	
failing checks	negative setup slack	
Final Max Slew Viols	0	
Flops	0	
ANT nets after route	0	
most frequent cells in the layout	buf_6 (22), buf_4 (19), buf_2 (14)	
yosys adder share	17.91	%
Comb pwr share	100.0	%
Cell area leaders	ha_1 (18%), buf_4 (9.0%), nand2b_1 (7.5%), nand2_1 (5.4%), and3_1 (4.5%)	
CP arrival	1.12	ns
cells after synthesis	57	
Yosys top cell area share	17.91	%
Clk pwr share	0	%
Register Area	0	µm²
number of port buffers	28	
Iter 0 DRT Violations	10	
Final Core Density	36.15	%
Wirelength per Cell	13.85	µm
CP required	0.96	ns
placed cell areas	853.3	µm²
leakage	0.0005782	µW
clock buffers	0	
Layout fillers	341	
sequential share of power	0	%
Post-synth seq share	0	%
max_slew headroom	83.78	%
final WL	2.243	mm
internal power	225.1	µW
DR pass1 iterations	3	
# diodes	0	
IO Pins	28	
yosys simple share	32.84	%
yosys warns	1	
yosys cell count	57	
core box area	3416	µm²
GRT Residual Overflow	0	
WS Path Type	primary input to output port	
final setup violation count	19	
AO/OA Area Share	26.57	%
worst vdd ir	141.7	µV
class of the tightest hold or removal check	primary input to output port	
crit start category	primary input	
Vias per Instance	3.796	
Setup WS post-layout	-0.1636	ns
Log Warnings	39	
Mapped Avg Cell Area	7.354	µm²
die width	80	µm
Die ar.	6400	µm²
Die Span Y	80	µm
xor/xnor share of the synthesized area	0	%
detailed placement HPWL	1.457	mm
Setup crit end kind	output port	
Least-Margin Pin Slew	0.2406	ns
routed vias	615	
Top logic family	simple AND/OR/NAND/NOR gates	
post-synth cell types	27	
Period Utilization, post-route	113.6	%
first-pass GRT wire length	3.450	mm
RSZ-0062 raised after global routing	true	
Global Route Usage Sum	6.396	%
antenna violations before repair	0	
FP Core Util	12.27	%
vias in the first global route	665	
fmax	0.7333	GHz
Net Sw Frac	40.16	%
post-synth top area cell	ha_1	
Final Hold Vio Count	0	
Layout area overhead	194.6	%
power density over the cells	304.6	nW/µm²
Sw Pwr	151.0	µW
largest net degree at the start of global routing	6	
Site Rows	21	
final worst path period need	1.364	ns
post-route cell area	1235	µm²
pre-CTS WS	-1.113	ns
DR DRC count	0	
most numerous logic cell after layout	buf_6	
mapped cell area	419.2	µm²
Yosys Chip Area	419.2	µm²
Total Power	376.1	µW
placer's final routability congestion estimate	0.8845	
Multiplexer share	6.269	%
layout cells sized above 1	88.79	%
Max Cap Viol	0	
Crit Path Max Fanout	5	
[power by group through the flow]
stage | registers [µW] | logic, µW | clock network, µW
final | 0 | 376 | 0
after global routing | 0 | 402 | 0
after CTS | 0 | 338 | 0
[cell usage after synthesis, types with 2 or more instances]
cell type and instances:
nand2b_1 5, a21oi_1 3, ha_1 6, nor3_1 2
buf_4 5, nor2_1 3, nor2b_1 2, a211oi_1 2
nand2_1 6, and3_1 3, inv_1 4
[stage by stage]
stage	cells	hold WS [ns]	setup TNS, ns
after floorplan	57	0.5083	0
after global placement	144	1.560	-21.83
after detailed placement	144	1.551	-22.02
after CTS	158	0.8257	-1.684
after global routing	162	0.8374	-2.157
final	162	0.8249	-1.470
[final timing paths]
check / start / endpoint / slack [ns] / cells after the start
worst min-delay path: addr[4] / data[17] / 0.82 / 4
worst max-delay path: addr[3] / data[17] / -0.16 / 5
[logic make-up after synthesis]
| logic type | after synthesis |
|---|---|
| AND/OR/NAND/NOR | 25 |
| buffers and inverters | 11 |
| AND-OR/OR-AND | 13 |
| multiplexers | 2 |
| adder cells (fa/ha/maj) | 6 |
[per-layer routing]
| layer | GRT usage [%] | up-vias | share of wire [%] |
|---|---|---|---|
| met5 | 0 | - | 0 |
| met4 | 0 | 0 | 0 |
| met3 | 1.023 | 0 | 5.3 |
| met2 | 11.16 | 11 | 49 |
| met1 | 8.504 | 286 | 46 |
| li1 | - | 318 | - |
[layout make-up]
cell class                      count  area (µm²)  share of cell area, %
Inverter                            4       25.02                  2.026
Tap cell                           46       57.56                  4.661
Timing Repair Buffer               66       596.8                  48.33
Multi-Input combinational cell     46       555.5                  44.98
[timing repair]
action | CTS | global route
gates resized | 156 | 19
pin swaps | 13 | 9
gates cloned | 2 | 0
setup buffers | 12 | 5
endpoints found under the setup margin | 23 | 21
hold buffers | 0 | 0
[critical path, cell delays in order]
cell and delay, ns:
buf_8 0.10, buf_6 0.12, or4b_4 0.48, o21ai_2 0.07
buf_2 0.11
Power figures rest on the tool's default switching activity, not on a simulated workload.
